### design/flow/run.sh
#!/bin/bash
# OpenROAD 26Q1-2900-gdf79404cd8, Yosys 0.63+post, stock flow scripts
make -C /OpenROAD-flow-scripts/flow DESIGN_CONFIG=/design/flow/config.mk WORK_HOME=/design/flow/orfs finish
### design/flow/config.mk
export PLATFORM = sky130hd
export DESIGN_NAME = EE214_Proj8Chal1
export DESIGN_NICKNAME = EE214_Proj8Chal1
export VERILOG_FILES = /design/flow/design.v
export SDC_FILE = /design/flow/constraint.sdc
export NUM_CORES = 4
export LEC_CHECK = 1
export CORE_UTILIZATION = 50
### design/flow/constraint.sdc
current_design EE214_Proj8Chal1

set clk_period 3.8
set clk_io_pct 0.2

create_clock -name clk0 -period $clk_period [get_ports {i_clk}]

set non_clock_inputs [all_inputs -no_clocks]
set_input_delay [expr $clk_period * $clk_io_pct] -clock clk0 $non_clock_inputs
set_output_delay [expr $clk_period * $clk_io_pct] -clock clk0 [all_outputs]
### design/flow/design.v
`timescale 1ns / 1ps
module BCDcounter_0(
    input i_clk, i_rst, i_ce,
    input [1:0] i_loadSelect,
    input [3:0] i_loadValue,
    output reg [3:0] o_divClk,
    output o_carryBit
    );
wire loadCheck;
assign loadCheck = (i_loadSelect == 2'b00);  
always @ (posedge(i_clk), posedge(i_rst))
begin
    if (i_rst) o_divClk <= 0;
    else if (o_divClk == 4'b1001)
    begin 
        o_divClk <= 0; 	 
    end 	
    else if (i_ce == 0 && loadCheck) begin o_divClk <= i_loadValue; end	 
    else if (i_ce == 0 && !loadCheck) begin o_divClk <= o_divClk; end	 
    else begin o_divClk <= o_divClk + 1; end
end
assign o_carryBit = (o_divClk == 4'b1001);
endmodule
`timescale 1ns / 1ps
module BCDcounter_1(
    input i_clk, i_rst, i_ce,
    input [1:0] i_loadSelect,
    input [3:0] i_loadValue,
    output reg [3:0] o_divClk,
    output o_carryBit
    );
wire loadCheck;
assign loadCheck = (i_loadSelect == 2'b01);  
always @ (posedge(i_clk), posedge(i_rst))
begin
    if (i_rst) o_divClk <= 0;
    else if (o_divClk == 4'b1001)
    begin 
        o_divClk <= 0; 	 
    end 	
    else if (i_ce == 0 && loadCheck) begin o_divClk <= i_loadValue; end	 
    else if (i_ce == 0 && !loadCheck) begin o_divClk <= o_divClk; end	 
    else begin o_divClk <= o_divClk + 1; end
end
assign o_carryBit = (o_divClk == 4'b1001);
endmodule
`timescale 1ns / 1ps
module BCDcounter_2(
    input i_clk, i_rst, i_ce,
    input [1:0] i_loadSelect,
    input [3:0] i_loadValue,
    output reg [3:0] o_divClk,
    output o_carryBit
    );
wire loadCheck, terminalCheck;
assign loadCheck = (i_loadSelect == 2'b10);  
assign terminalCheck = (o_divClk == 4'b1001);
always @ (posedge(i_clk), posedge(i_rst))
begin
    if (i_rst) o_divClk <= 0;
    else if (terminalCheck)
    begin 
        o_divClk <= 0; 	 
    end 	
    else if (i_ce == 0 && loadCheck) begin o_divClk <= i_loadValue; end	 
    else if (i_ce == 0 && !loadCheck) begin o_divClk <= o_divClk; end	 
    else begin o_divClk <= o_divClk + 1; end
end
assign o_carryBit = (terminalCheck);
endmodule
`timescale 1ns / 1ps
module BCDcounter_3(
    input i_clk, i_rst, i_ce,
    input [1:0] i_loadSelect,
    input [3:0] i_loadValue,
    output reg [3:0] o_divClk,
    output o_carryBit
    );
wire loadCheck;
assign loadCheck = (i_loadSelect == 2'b11);  
always @ (posedge(i_clk), posedge(i_rst))
begin
    if (i_rst) o_divClk <= 0;
    else if (o_divClk == 4'b1001)
    begin 
        o_divClk <= 0; 	 
    end 	
    else if (i_ce == 0 && loadCheck) begin o_divClk <= i_loadValue; end	 
    else if (i_ce == 0 && !loadCheck) begin o_divClk <= o_divClk; end	 
    else begin o_divClk <= o_divClk + 1; end
end
assign o_carryBit = (o_divClk == 4'b1001);
endmodule
`timescale 1ns / 1ps
module EE214_Proj8Chal1(
    input i_clk, i_rst, i_ce,  
    input [1:0] i_loadSelect,  
    input [3:0] i_loadValue,  
    output [7:0] o_segCat, 
    output [3:0] o_segAn,
    output [6:0] o_led
    );
wire [3:0] w_BCDClock0, w_BCDClock1, w_BCDClock2, w_BCDClock3;
wire w_clk;
clock_1Hz clk (
    .i_clk(i_clk),
    .i_rst(i_rst),
    .i_ce(i_ce),
    .o_divClk(w_clk)
);
BCDcounter_0 bcdClk_0 (
    .i_clk(w_clk),
    .i_rst(i_rst),
    .i_ce(i_ce),
    .i_loadSelect(i_loadSelect),
    .i_loadValue(i_loadValue),
    .o_divClk(w_BCDClock0),
    .o_carryBit(w_cBit0)
);
BCDcounter_1 bcdClk_1 (
    .i_clk(w_cBit0),
    .i_rst(i_rst),
    .i_ce(i_ce),
    .i_loadSelect(i_loadSelect),
    .i_loadValue(i_loadValue),
    .o_divClk(w_BCDClock1),
    .o_carryBit(w_cBit1)
);
BCDcounter_2 bcdClk_2 (
    .i_clk(w_cBit1),
    .i_rst(i_rst),
    .i_ce(i_ce),
    .i_loadSelect(i_loadSelect),
    .i_loadValue(i_loadValue),
    .o_divClk(w_BCDClock2),
    .o_carryBit(w_cBit2)
);
BCDcounter_3 bcdClk_3 (
    .i_clk(w_cBit2),
    .i_rst(i_rst),
    .i_ce(i_ce),
    .i_loadSelect(i_loadSelect),
    .i_loadValue(i_loadValue),
    .o_divClk(w_BCDClock3)
);
displayController dsplCtrl_0 (  
    .i_clk(i_clk),
    .i_rst(i_rst),
    .i_ce(i_ce),
    .i_loadSel(i_loadSel),
    .i_0(w_BCDClock0),
    .i_1(w_BCDClock1),
    .i_2(w_BCDClock2),
    .i_3(w_BCDClock3),
    .o_segCat(o_segCat),
    .o_segAn(o_segAn)
);
assign o_led[0] = w_clk;
assign o_led[4:1] = i_loadValue;
assign o_led[6:5] = i_loadSelect;
endmodule
`timescale 1ns / 1ps
module SSD_Decoder1(
    input [3:0] i_data,
    output reg [7:0] o_seg  
    );
localparam zero = 8'b11111100;  
wire [7:0] one = 8'b01100000;  
wire [7:0] two = 8'b11011010;  
wire [7:0] three = 8'b11110010;  
wire [7:0] four = 8'b01100110;  
wire [7:0] five = 8'b10110110;  
wire [7:0] six = 8'b10111110;  
wire [7:0] seven = 8'b11100000;  
wire [7:0] eight = 8'b11111110;  
wire [7:0] nine = 8'b11100110;  
wire [7:0] A = 8'b11101110;  
wire [7:0] b = 8'b00111110;  
wire [7:0] C = 8'b10011100;  
wire [7:0] d = 8'b01111010;  
wire [7:0] E = 8'b10011110;  
wire [7:0] F = 8'b10001110;  
always @ (i_data)
begin
    case(i_data)     
        4'b0000:
            o_seg = ~zero;
        4'b0001:
            o_seg = ~one;
        4'b0010:
            o_seg = ~two;
        4'b0011:
            o_seg = ~three;
        4'b0100:
            o_seg = ~four;
        4'b0101:
            o_seg = ~five;
        4'b0110:
            o_seg = ~six;
        4'b0111:
            o_seg = ~seven;
        4'b1000:
            o_seg = ~eight;
        4'b1001:
            o_seg = ~nine;
        4'b1010:
            o_seg = ~A;
        4'b1011:
            o_seg = ~b;
        4'b1100:
            o_seg = ~C;
        4'b1101:
            o_seg = ~d;
        4'b1110:
            o_seg = ~E;
        4'b1111:
            o_seg = ~F;
        default:
            o_seg = 0;
    endcase
end
endmodule
module clkDivider_1kHz (
    input i_clk, i_rst,
    output reg o_divClk
);
localparam terminalcount = (25000 - 1);
reg [15:0] count;
wire terminalCountCheck;
assign terminalCountCheck = (count == terminalcount);	 
always @ (posedge(i_clk), posedge(i_rst))
begin
    if (i_rst) count <= 0;
    else if (terminalCountCheck) count <= 0;		 
    else count <= count + 1;
end
always @ (posedge(i_clk), posedge(i_rst))
begin
    if (i_rst) o_divClk <= 0;
    else if (terminalCountCheck) o_divClk = !o_divClk;	 
end
endmodule
`timescale 1ns / 1ps
module clock_1Hz (
    input i_clk,  
          i_rst,  
          i_ce,   
    output reg o_divClk  
    );
wire w_clk, w_terminaterCheck;
reg [15:0] counter = 0;
clkDivider_1kHz clk_1kHz (
    .i_clk(i_clk),
    .i_rst(i_rst),
    .o_divClk(w_clk)
);
localparam terminalcount = (500 - 1);
reg [15:0] count;
wire terminalCountCheck;
assign terminalCountCheck = (count == terminalcount);	 
always @ (posedge(w_clk), posedge(i_rst))
begin
    if (i_rst) count <= 0;
    else if (i_ce == 0) count <= count;		 
    else if (terminalCountCheck) count <= 0;		 
    else count <= count + 1;
end
always @ (posedge(w_clk), posedge(i_rst))
begin
    if (i_rst) o_divClk <= 0;
    else if (terminalCountCheck) o_divClk = !o_divClk;	 
end
endmodule
`timescale 1ns / 1ps
module counter_2bit (
    input i_clk, i_rst,
    output reg [1:0] o_2bitCounter
);
always @ (posedge(i_clk), posedge(i_rst))
begin
    if (i_rst) begin o_2bitCounter <= 0; end
    else begin o_2bitCounter <= o_2bitCounter + 1; end
end  
endmodule
`timescale 1ns / 1ps
module decoder_2_4(
    input [1:0] i_select,
    output reg [3:0] o_Y
    );
always @ (i_select)
case(i_select)
    2'b00:
        o_Y = 4'b1110;
     2'b01:
        o_Y = 4'b1101;
     2'b10:
        o_Y = 4'b1011;
     2'b11:
        o_Y = 4'b0111;
    default:
        o_Y = 4'd1;
endcase
endmodule
`timescale 1ns / 1ps
module displayController (
    input i_clk, i_rst, i_ce, i_le,
    input [1:0] i_loadSel,
    input [3:0] i_0, i_1, i_2, i_3,
    output [7:0] o_segCat,
    output [3:0] o_segAn
);
wire [1:0] w_muxSelect;
wire [3:0] segSelect;
wire w_clkWire;
clkDivider_1kHz clkDiv1kHz (
    .i_clk(i_clk),
    .i_rst(i_rst),
    .o_divClk(w_clkWire)
);
counter_2bit counter (
    .i_clk(w_clkWire),
    .i_rst(i_rst),
    .o_2bitCounter(w_muxSelect)
);
mux_4bit_4_1 mux (  
    .i_0(i_0),
    .i_1(i_1),
    .i_2(i_2),
    .i_3(i_3),
    .i_select(w_muxSelect),
    .o_Y(segSelect)
);
SSD_Decoder1 SSD (  
    .i_data(segSelect),
    .o_seg(o_segCat)
);
decoder_2_4 decoder24(
    .i_select(w_muxSelect),
    .o_Y(o_segAn)
);
endmodule
`timescale 1ns / 1ps
module mux_4bit_4_1(
    input [3:0] i_0, i_1, i_2, i_3,
    input [1:0] i_select,
    output [3:0] o_Y
    );
assign o_Y = ((i_select == 2'b00) ? (i_0) : (
               (i_select == 2'b01) ? (i_1) : (
               (i_select == 2'b10) ? (i_2) : (i_3))));
endmodule
==> flow_metrics.env <==
# implementation run metrics
export IMPL_status="completed"
export IMPL_drv_slew=0
export IMPL_dieArea_sq_um=8334
export IMPL_grt_pass1_wl_microns=12090
export IMPL_wirelength_microns=6819
export IMPL_critPathArrivalTime_ns=1.86
export IMPL_first_global_vias=2518
export IMPL_synth_distinct_cells=51
export IMPL_fin_crit_ns=2.620
export IMPL_first_pass_iters=4
export IMPL_fp_util_pct=51.59
export IMPL_synth_seq_cells=69
export IMPL_layout_cells_most_common="dfrtp_1"
export IMPL_log_warning_count=35
export IMPL_unconstrained_endpoints=47
export IMPL_async_flop_share_pct=100.0
export IMPL_finalSetupViolCount=0
export IMPL_p_per_area_nw_per_um2=152.3
export IMPL_critical_path_class="primary input to output port"
export IMPL_rsz0062_at_grt="no"
export IMPL_tns_ns=0
export IMPL_ir_drop_v=0.0002705
export IMPL_critPathMostFrequentCell="clkdlybuf4s50_1"
export IMPL_worst_path_buf_inv=2
export IMPL_clockBufferDepth=2
export IMPL_cp_end_kind="output port"
export IMPL_worst_pin_slew_ns=0.7536
export IMPL_place_worst_setup_slack_ns=1.181
export IMPL_drive_gt1_share_pct=5.529
export IMPL_routabilityCongestion=0.8172
export IMPL_finalClockPeriodUsage_pct=68.94
export IMPL_viasPerCell=5.417
export IMPL_min_delay_path_class="flop to flop"
export IMPL_diodes=0
export IMPL_post_cts_buffers=0
export IMPL_antenna_found_initial=0
export IMPL_edf_count=0
export IMPL_post_route_drc_count=0
export IMPL_leakage_nw=1.957
export IMPL_cts_tree="yes"
export IMPL_cts_resized_gates=0
export IMPL_ys_seq_share_pct=43.31
export IMPL_unclocked_pins=35
export IMPL_startpoint_type="primary input"
export IMPL_top_area_share_pct=35.78
export IMPL_crit_chain="clkdlybuf4s50_1 -> clkdlybuf4s50_1"
export IMPL_syn_inst=404
export IMPL_grt_usage_pct=18.25
export IMPL_die_h_microns=91.29
export IMPL_clock_latency_ns=0.27
export IMPL_die_width_microns=91.29
export IMPL_row_count=32
export IMPL_numPortBuffers=26
export IMPL_flop_cell="dfrtp_1"
export IMPL_yosysTopAreaCell="dfrtp_1"
export IMPL_hpwl_microns=5029
export IMPL_wire_per_inst_microns=13.16
export IMPL_clock_fmax_ghz=0.3817
export IMPL_crit_family="buffers and inverters"
export IMPL_core_area_sq_um=7727
export IMPL_drt_initial_drc_count=150
export IMPL_avgSynthCellArea_sq_um=9.867
export IMPL_grt_max_degree=45
export IMPL_yosys_cells=404
export IMPL_cap_violations=0
export IMPL_path_clk_slew_ns=0.06
export IMPL_cp_required_ns=3.04
export IMPL_area_leaders="dfrtp_1, dfrtn_1, xor2_1"
export IMPL_numCtsBuffers=5
export IMPL_max_stage_delay_ns=0.60
export IMPL_cp_slowest_cell="clkdlybuf4s50_1"
export IMPL_htree_levels=2
export IMPL_antenna_left=0
export IMPL_boundaryPins=28
export IMPL_finalHoldViolCount=0
export IMPL_critical_path_max_fanout=9
export IMPL_slew_headroom_pct=49.76
export IMPL_cts_root_buf="clkbuf_8"
export IMPL_fin_ws_ns=1.180
export IMPL_ys_area_sq_um=3986
export IMPL_mappedNetlistArea_sq_um=3986
export IMPL_vias=2806
export IMPL_overflow=0
export IMPL_syn2layout_area_growth_pct=8.663
export IMPL_ys_warn_count=14
export IMPL_mostFrequentLayoutCells="dfrtp_1, nor2_1, xor2_1"
export IMPL_clock_skew_ns=0.001991
export IMPL_hold_buffers=0
## Yosys cell counts (14+ instances only)
master / n
nor2_1: 37
nand2_1: 26
ha_1: 18
a211oi_1: 22
dfrtp_1: 57
xor2_1: 32
inv_1: 18
nand3_1: 23
and3_1: 14
nand4_1: 14
## final timing paths
check	from	endpoint	slack (ns)	cells after the start
max	i_loadSelect[0]	o_led[5]	1.18	2
min	dsplCtrl_0.clkDiv1kHz.count[0]$_DFF_PP0_	dsplCtrl_0.clkDiv1kHz.count[0]$_DFF_PP0_	0.45	1
max reg2reg	dsplCtrl_0.clkDiv1kHz.count[0]$_DFF_PP0_	dsplCtrl_0.clkDiv1kHz.count[13]$_DFF_PP0_	2.10	5
min reg2reg	dsplCtrl_0.clkDiv1kHz.count[0]$_DFF_PP0_	dsplCtrl_0.clkDiv1kHz.count[0]$_DFF_PP0_	0.45	1
max in group asynchronous	i_rst	dsplCtrl_0.clkDiv1kHz.count[6]$_DFF_PP0_	2.16	3
min in group asynchronous	i_rst	dsplCtrl_0.clkDiv1kHz.count[2]$_DFF_PP0_	0.92	2
## layout make-up
class	instances	area, sq um
Fill cell	679	3396
Multi-Input combinational cell	293	2051
Sequential cell	69	1727
Timing Repair Buffer	29	282.8
Tap cell	102	127.6
Clock buffer	7	76.32
Inverter	18	67.56
## per-stage QoR
step	instances	hold slack (ns)	utilization [%]	power (mW)	instance area, sq um
after CTS	518	0.4580	56.06	0.6735	4332
after global placement	511	0.4398	55.07	0.4328	4255
after global routing	518	0.4931	56.06	0.6968	4332
final	518	0.4540	56.06	0.6599	4332
after floorplan	404	0.4251	-	0.4091	3986
after detailed placement	511	0.4492	55.07	0.4322	4255
## flip-flops by register name, summed over array words and instances, names as in the netlist, 2 cells and up
register                          cells
clk.count                            16
clk.clk_1kHz.count                   16
dsplCtrl_0.clkDiv1kHz.count          16
dsplCtrl_0.counter.o_2bitCounter      2
bcdClk_0.o_divClk                     4
bcdClk_1.o_divClk                     4
bcdClk_3.o_divClk                     4
bcdClk_2.o_divClk                     4
## report_power, final
part	total (mW)	switching, mW	internal (mW)
clock network	0.235	0.110	0.126
registers	0.363	0	0.363
logic	0.0615	0.0368	0.0247
## routing by layer
layer  up-vias  part of all wire (%)  track usage, %
met1      1304                    53           31.96
met5         -                     0               0
li1       1454                     -               -
met2        43                    43           26.70
met3         5                   2.6           1.871
met4         0                   1.0           1.587
## kinds of logic (layout without fill, tap and decap cells)
kind of cell    count (synthesis)  count (layout)  share of synthesized area [%]
other cells                     1               1                        0.09407
buf+inv                        42              54                          5.241
mux                            12              12                          3.233
flops                          69              69                          43.31
simple gates                  160             160                          21.78
compound gates                 57              57                          10.73
fa+ha+maj                      19              19                          5.932
xor+xnor                       44              44                          9.667
Power and IR drop assume default switching activity.
