`/design/flow/design.v`:
```
`timescale 1ns / 1ps
module DFF(
    input D, rst, clk,
    output reg Q
    );
always @ (posedge(clk), posedge(rst))
begin
   if (rst == 1)
       Q <= 1'b0;	 
   else
       Q <= D;
end
endmodule
`timescale 1ns / 1ps
module EE214_Proj7Req5(
    input [7:0] i_D,  
    input i_clk, i_rst, i_S,  
    output [15:0] o_led
);
wire i_serialData, o_serialData, o_clock;
shiftReg_8bit_PISO shiftReg1 (
    .i_SD(i_serialData),
    .i_S(i_S),
    .i_clk(o_clk),
    .i_rst(i_rst),
    .i_PD(i_D[7:0]),
    .o_SD(o_serialData),  
    .o_Q(o_led[7:0])
);
shiftReg_8bit_PISO shiftReg2 (
    .i_SD(o_serialData),
    .i_S(i_S),
    .i_clk(o_clk),
    .i_rst(i_rst),
    .o_SD(i_serialData),  
    .o_Q(o_led[15:8])    
);
clockDivider clock(
    .clk(i_clk),
    .Y1(o_clk)
);
endmodule
`timescale 1ns / 1ps
module clockDivider(
	input clk,
	output Y2, Y1, Y0
);
reg [27:0] counter;
always @ (posedge clk)
begin
	counter <= counter + 1;
end
assign Y2 = counter[27];
assign Y1 = counter[26];
assign Y0 = counter[25];
endmodule
`timescale 1ns / 1ps
module mux_2_1(
    input [7:0] I0, I1,
    input S,
    output [7:0] Y
    );
assign Y = (S == 1) ? (I1) : (I0);
endmodule
`timescale 1ns / 1ps
module shiftReg_8bit_PISO(
    input i_SD, i_clk, i_S, i_rst,  
    input [7:0] i_PD,  
    output o_SD,  
    output [7:0] o_Q
    );
    wire [7:0] i_D;  
    wire [7:0] o_temp;
    mux_2_1 muxD0(
    .I0(i_SD),  
    .I1(i_PD[0]),
    .S(i_S),
    .Y(i_D[0])
);
    mux_2_1 muxD1(
    .I0(o_temp[0]),
    .I1(i_PD[1]),
    .S(i_S),
    .Y(i_D[1])
);
    mux_2_1 muxD2(
    .I0(o_temp[1]),
    .I1(i_PD[2]),
    .S(i_S),
    .Y(i_D[2])
);
    mux_2_1 muxD3(
    .I0(o_temp[2]),
    .I1(i_PD[3]),
    .S(i_S),
    .Y(i_D[3])
);
    mux_2_1 muxD4(
    .I0(o_temp[3]),
    .I1(i_PD[4]),
    .S(i_S),
    .Y(i_D[4])
);
    mux_2_1 muxD5(
    .I0(o_temp[4]),
    .I1(i_PD[5]),
    .S(i_S),
    .Y(i_D[5])
);
    mux_2_1 muxD6(
    .I0(o_temp[5]),
    .I1(i_PD[6]),
    .S(i_S),
    .Y(i_D[6])
);
    mux_2_1 muxD7(
    .I0(o_temp[6]),
    .I1(i_PD[7]),
    .S(i_S),
    .Y(i_D[7])
);
DFF DFF0 (
    .D(i_D[0]),
    .Q(o_temp[0]),
    .rst(i_rst),
    .clk(i_clk)
);
DFF DFF1 (
    .D(i_D[1]),
    .Q(o_temp[1]),
    .rst(i_rst),
    .clk(i_clk)
);
DFF DFF2 (
    .D(i_D[2]),
    .Q(o_temp[2]),
    .rst(i_rst),
    .clk(i_clk)
);
DFF DFF3 (
    .D(i_D[3]),
    .Q(o_temp[3]),
    .rst(i_rst),
    .clk(i_clk)
);
DFF DFF4 (
    .D(i_D[4]),
    .Q(o_temp[4]),
    .rst(i_rst),
    .clk(i_clk)
);
DFF DFF5 (
    .D(i_D[5]),
    .Q(o_temp[5]),
    .rst(i_rst),
    .clk(i_clk)
);
DFF DFF6 (
    .D(i_D[6]),
    .Q(o_temp[6]),
    .rst(i_rst),
    .clk(i_clk)
);
DFF DFF7 (
    .D(i_D[7]),
    .Q(o_SD),
    .rst(i_rst),
    .clk(i_clk)
);
assign o_Q = o_temp;
assign o_temp[7] = o_SD;
endmodule
```
`/design/flow/run.sh`:
```
#!/bin/bash
# OpenROAD 26Q1-2900-gdf79404cd8, Yosys 0.63+post, stock flow scripts
make -C /OpenROAD-flow-scripts/flow DESIGN_CONFIG=/design/flow/config.mk WORK_HOME=/design/flow/orfs finish
```
`/design/flow/config.mk`:
```
export PLATFORM = sky130hd
export DESIGN_NAME = EE214_Proj7Req5
export DESIGN_NICKNAME = EE214_Proj7Req5
export VERILOG_FILES = /design/flow/design.v
export SDC_FILE = /design/flow/constraint.sdc
export NUM_CORES = 4
export LEC_CHECK = 1
export CORE_AREA = 10 10 104 104
export DIE_AREA = 0 0 114 114
```
`/design/flow/constraint.sdc`:
```
current_design EE214_Proj7Req5

set clk_period 3.8
set clk_io_pct 0.2

create_clock -name clk0 -period $clk_period [get_ports {i_clk}]

set non_clock_inputs [all_inputs -no_clocks]
set_input_delay [expr $clk_period * $clk_io_pct] -clock clk0 $non_clock_inputs
set_output_delay [expr $clk_period * $clk_io_pct] -clock clk0 [all_outputs]
```
==> impl_metrics.tcl <==
# collected from the flow reports
set metrics [dict create \
    power_switching_uw 89.0 \
    htreeDepth 1 \
    setup_tns_ns 0 \
    status "complete, no violations" \
    cts_setup_buffers 0 \
    critPathLaunchType "flop" \
    rows 34 \
    yosysTopAreaCellShare_pct 32.1 \
    final_cell_mix "dfxtp_1, clkdlybuf4s50_1, xnor2_1" \
    track_usage_pct 3.98 \
    clk_latency_ns 0.27 \
    area_leaders "dfxtp_1, dfrtp_1, xnor2_1, buf_4, mux2_2" \
    max_cap_viol_count 0 \
    path_buffers 0 \
    grtUsageMet2_pct 5.32 \
    fin_ws_ns 2.15 \
    syn_to_final_growth_pct 18.2 \
    io_buffers 26 \
    grt_pass1_wl_um 4420 \
    netlist_area_um2 1680 \
    edf_count 0 \
    core_area_um2 8680 \
    path_cells "ha_1, nand4_1, or4_4, nor3_4, xor2_1" \
    ys_chip_area_um2 1680 \
    antennaDiodeCount 0 \
    min_period_ns 1.65 \
    finalWeightedCongestion 0.805 \
    grt_antenna_before_repair 0 \
    nFillCells 930 \
    cp.required_ns 4.00 \
    postSynthAreaPerCell_um2 11.8 \
    logic_family "simple AND/OR/NAND/NOR gates" \
    synthXorXnorAreaFrac_pct 13.0 \
    power_frac_comb_pct 4.4 \
    unclocked_pins 16 \
    busiest_layer "met1" \
    pre_cts_slack_ns 2.16 \
    untimed_endpoints 32 \
    largest_reg_flops 27 \
    dp_cells 259 \
    grt_max_degree 18 \
    synth_warnings 35 \
    via_count 956 \
    cts_tree "done" \
    slowest_delay_ns 0.56 \
    power_density_nw_per_um2 230 \
    syn_inst 143 \
    place_hpwl_um 2020 \
    die_y_um 114 \
    post-synth-top-area-cell "dfxtp_1" \
    p_seq_share_pct 61.7 \
    die_w_um 114 \
    simple_gate_area_share_pct 16.1 \
    ctsHoldBuffers 0 \
    pwr-share-clk_pct 33.9 \
    skew_ns 0.00826 \
    clk_path_buf_depth 2 \
    path_max_fanout 5 \
    grt_setup_unrepaired "no" \
    mux_share_pct 5.35 \
    ys_ff 43 \
    slew_headroom_pct 62.1 \
    r2r_slack_ns 2.15 \
    viasPerCell 3.63 \
    ys_sh_aoi_pct 0 \
    grt_pass1_vias 894 \
    dr.pass1.iters 3 \
    openroad.warnings 25 \
    io_pins 27 \
    hold_violations 0 \
    wire_per_inst_um 9.89 \
    crit_path_end_kind "flop" \
    p_leak_nw 0.720 \
    swShare_pct 19.4 \
    internal-power_uw 369 \
    regMostFlops "clock.counter" \
    finalPower_uw 458 \
    fmax_mhz 608 \
    setup_viol 0 \
    vdd_drop_max_mv 0.160 \
    grt_use_met1_pct 6.18 \
    finalNonFillerCells 263 \
    ant_nets 0 \
    synth-main-ff-cell "dfxtp_1" \
    final_common_cell "dfxtp_1" \
    finalClockPeriodUsage_pct 43.3 \
    adder_share_pct 0.743 \
    tightest_slew_ns 0.568 \
    critPathSlowestCell "or4_4" \
    cts_buffers 3 \
    dieArea_um2 13000 \
    layout-drive-gt1-share_pct 10.3 \
    grt-ovfl-total 0 \
    drt_first_iter_violations 55 \
    async_flop_share_pct 37.2 \
    drv_slew 0 \
    path_delay_family "simple AND/OR/NAND/NOR gates" \
    ctsRootBufferMaster "clkbuf_8" \
    ys_cells 143 \
    crit_type "flop to flop" \
    grt_use_met3_pct 1.54 \
    fp_util_pct 19.4 \
    drc 0 \
    clkTransAtPathRegs_ns 0.09 \
    cts_resized 0 \
    arrival_ns 1.85 \
    hp-class "flop to flop" \
    wl_um 2600 \
    synth_cell_types 23 \
    ys_seq_share_pct 55.9 \
]
## metal layers
layer / up-vias / wire length, um
li1: 500 / -
met1: 424 / 1420
met2: 30 / 903
met3: 2 / 254
met4: 0 / 18
met5: - / 0
## worst paths after layout
| check | start | cells after the start | to |
|---|---|---|---|
| setup / recovery | clock.counter[0] | 5 | clock.counter[26] |
| hold / removal | clock.counter[0] | 1 | clock.counter[0] |
| setup reg to reg | clock.counter[0] | 5 | clock.counter[26] |
| hold reg to reg | clock.counter[0] | 1 | clock.counter[0] |
## power groups by stage
stage / combinational, mW / sequential, mW / clock [mW]
final: 0.0200 / 0.283 / 0.156
after global routing: 0.0219 / 0.283 / 0.172
after CTS: 0.0206 / 0.283 / 0.161
## stage by stage
| step | instance area, um2 | hold WS [ns] | util [%] |
|---|---|---|---|
| floorplan | 1680 | 0.379 | - |
| global placement | 1940 | 0.388 | 22.4 |
| detailed placement | 1940 | 0.394 | 22.4 |
| CTS | 1990 | 0.415 | 22.9 |
| global route | 1990 | 0.436 | 22.9 |
| finish | 1990 | 0.413 | 22.9 |
## cell usage after synthesis, types with 4 or more instances
library cell  number
nand3_1            9
xor2_1             8
nand4_1           10
nor2_1             5
nand2_1            6
inv_1              4
xnor2_1           17
buf_4             16
dfxtp_1           27
and4_1             4
mux2_2             8
dfrtp_1           16
## area by class of cell
| type | count | area [um2] | share of cell area [%] |
|---|---|---|---|
| clock buffers | 3 | 41.3 | 2.08 |
| clock inverters | 1 | 5.00 | 0.252 |
| inverters | 4 | 15.0 | 0.755 |
| multi-input cells | 78 | 592 | 29.7 |
| flip-flops and latches | 43 | 941 | 47.3 |
| well taps | 108 | 135 | 6.79 |
| repair buffers | 26 | 260 | 13.1 |
## kinds of logic after synthesis
logic type	Yosys count
flops	43
buf+inv	22
simple gates	44
mux	8
fa+ha+maj	1
xor+xnor	25
Power and IR drop assume default switching activity.
