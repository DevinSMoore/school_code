==> design/flow/design.v <==
`timescale 1ns / 1ps
module BCDcounter(
    input i_clk, i_rst, i_ce,
    output reg [3:0] o_divClk,
    output o_carryBit
    );
always @ (posedge(i_clk), posedge(i_rst))
begin
    if (i_rst) o_divClk <= 0;
    else if (o_divClk == 4'b1001)
    begin 
        o_divClk <= 0; 	 
    end 	
    else if (i_ce == 0) begin o_divClk <= o_divClk; end	 
    else begin o_divClk <= o_divClk + 1; end
end
assign o_carryBit = (o_divClk == 4'b1001);
endmodule
`timescale 1ns / 1ps
module EE214_Proj8Req5 (
    input i_clk, i_rst, i_ce,  
    output [7:0] o_segCathode,  
    output [3:0] o_segAnode
    );
wire w_clkWire, w_cBit0, w_cBit1, w_cBit2;
wire [3:0] w_BCDClock0, w_BCDClock1, w_BCDClock2, w_BCDClock3;  
clkDivider_1kHz clkDiv1kHz (
    .i_clk(i_clk),
    .i_rst(i_rst),
    .o_divClk(w_clkWire)
);
BCDcounter bcdClk0 (
    .i_clk(w_clkWire),
    .i_rst(i_rst),
    .i_ce(i_ce),
    .o_divClk(w_BCDClock0),
    .o_carryBit(w_cBit0)
);
BCDcounter bcdClk1 (
    .i_clk(w_cBit0),
    .i_rst(i_rst),
    .i_ce(i_ce),
    .o_divClk(w_BCDClock1),
    .o_carryBit(w_cBit1)
);
BCDcounter bcdClk2 (
    .i_clk(w_cBit1),
    .i_rst(i_rst),
    .i_ce(i_ce),
    .o_divClk(w_BCDClock2),
    .o_carryBit(w_cBit2)
);
BCDcounter bcdClk3 (
    .i_clk(w_cBit2),
    .i_rst(i_rst),
    .i_ce(i_ce),
    .o_divClk(w_BCDClock3)
);
displayController DspCtrlr_0 (
    .i_clk(i_clk),
    .i_0(w_BCDClock0),
    .i_1(w_BCDClock1),
    .i_2(w_BCDClock2),
    .i_3(w_BCDClock3),
    .o_segCat(o_segCathode),
    .o_segAn(o_segAnode)
);
endmodule
`timescale 1ns / 1ps
module SSD_Decoder1(
    input [3:0] i_data,
    output reg [7:0] o_seg  
    );
localparam zero = 8'b11111100;  
wire [7:0] one = 8'b01100000;  
wire [7:0] two = 8'b11011010;  
wire [7:0] three = 8'b11110010;  
wire [7:0] four = 8'b01100110;  
wire [7:0] five = 8'b10110110;  
wire [7:0] six = 8'b10111110;  
wire [7:0] seven = 8'b11100000;  
wire [7:0] eight = 8'b11111110;  
wire [7:0] nine = 8'b11100110;  
wire [7:0] A = 8'b11101110;  
wire [7:0] b = 8'b00111110;  
wire [7:0] C = 8'b10011100;  
wire [7:0] d = 8'b01111010;  
wire [7:0] E = 8'b10011110;  
wire [7:0] F = 8'b10001110;  
always @ (i_data)
begin
    case(i_data)     
        4'b0000:
            o_seg = ~zero;
        4'b0001:
            o_seg = ~one;
        4'b0010:
            o_seg = ~two;
        4'b0011:
            o_seg = ~three;
        4'b0100:
            o_seg = ~four;
        4'b0101:
            o_seg = ~five;
        4'b0110:
            o_seg = ~six;
        4'b0111:
            o_seg = ~seven;
        4'b1000:
            o_seg = ~eight;
        4'b1001:
            o_seg = ~nine;
        4'b1010:
            o_seg = ~A;
        4'b1011:
            o_seg = ~b;
        4'b1100:
            o_seg = ~C;
        4'b1101:
            o_seg = ~d;
        4'b1110:
            o_seg = ~E;
        4'b1111:
            o_seg = ~F;
        default:
            o_seg = 0;
    endcase
end
endmodule
module clkDivider_1kHz (
    input i_clk, i_rst,
    output reg o_divClk
);
localparam terminalcount = (25000 - 1);
reg [15:0] count;
wire terminalCountCheck;
assign terminalCountCheck = (count == terminalcount);	 
always @ (posedge(i_clk), posedge(i_rst))
begin
    if (i_rst) count <= 0;
    else if (terminalCountCheck) count <= 0;		 
    else count <= count + 1;
end
always @ (posedge(i_clk), posedge(i_rst))
begin
    if (i_rst) o_divClk <= 0;
    else if (terminalCountCheck) o_divClk = !o_divClk;	 
end
endmodule
`timescale 1ns / 1ps
module counter_2bit (
    input i_clk, i_rst,
    output reg [1:0] o_2bitCounter
);
always @ (posedge(i_clk), posedge(i_rst))
begin
    if (i_rst) begin o_2bitCounter <= 0; end
    else begin o_2bitCounter <= o_2bitCounter + 1; end
end  
endmodule
`timescale 1ns / 1ps
module decoder_2_4(
    input [1:0] i_select,
    output reg [3:0] o_Y
    );
always @ (i_select)
case(i_select)
    2'b00:
        o_Y = 4'b1110;
     2'b01:
        o_Y = 4'b1101;
     2'b10:
        o_Y = 4'b1011;
     2'b11:
        o_Y = 4'b0111;
    default:
        o_Y = 4'd1;
endcase
endmodule
`timescale 1ns / 1ps
module displayController (
    input i_clk, i_rst, i_ce, i_le,
    input [1:0] i_loadSel,
    input [3:0] i_0, i_1, i_2, i_3,
    output [7:0] o_segCat,
    output [3:0] o_segAn
);
wire [1:0] w_muxSelect;
wire [3:0] segSelect;
wire w_clkWire;
clkDivider_1kHz clkDiv1kHz (
    .i_clk(i_clk),
    .i_rst(i_rst),
    .o_divClk(w_clkWire)
);
counter_2bit counter (
    .i_clk(w_clkWire),
    .i_rst(i_rst),
    .o_2bitCounter(w_muxSelect)
);
mux_4bit_4_1 mux (  
    .i_0(i_0),
    .i_1(i_1),
    .i_2(i_2),
    .i_3(i_3),
    .i_select(w_muxSelect),
    .o_Y(segSelect)
);
SSD_Decoder1 SSD (  
    .i_data(segSelect),
    .o_seg(o_segCat)
);
decoder_2_4 decoder24(
    .i_select(w_muxSelect),
    .o_Y(o_segAn)
);
endmodule
`timescale 1ns / 1ps
module mux_4bit_4_1(
    input [3:0] i_0, i_1, i_2, i_3,
    input [1:0] i_select,
    output [3:0] o_Y
    );
assign o_Y = ((i_select == 2'b00) ? (i_0) : (
               (i_select == 2'b01) ? (i_1) : (
               (i_select == 2'b10) ? (i_2) : (i_3))));
endmodule
==> design/flow/run.sh <==
#!/bin/bash
# OpenROAD 26Q1-2900-gdf79404cd8, Yosys 0.63+post, stock flow scripts
make -C /OpenROAD-flow-scripts/flow DESIGN_CONFIG=/design/flow/config.mk WORK_HOME=/design/flow/orfs finish
==> design/flow/config.mk <==
export PLATFORM = sky130hd
export DESIGN_NAME = EE214_Proj8Req5
export DESIGN_NICKNAME = EE214_Proj8Req5
export VERILOG_FILES = /design/flow/design.v
export SDC_FILE = /design/flow/constraint.sdc
export NUM_CORES = 4
export LEC_CHECK = 1
export CORE_AREA = 10 10 91 91
export DIE_AREA = 0 0 101 101
==> design/flow/constraint.sdc <==
current_design EE214_Proj8Req5

set clk_period 2.1
set clk_io_pct 0.2

create_clock -name clk0 -period $clk_period [get_ports {i_clk}]

set non_clock_inputs [all_inputs -no_clocks]
set_input_delay [expr $clk_period * $clk_io_pct] -clock clk0 $non_clock_inputs
set_output_delay [expr $clk_period * $clk_io_pct] -clock clk0 [all_outputs]
==> impl_metrics.toml <==
# yosys + openroad results
[floorplanning]
die-area_um2 = 10200
die_y_um = 101
initCoreUtil = 0.185
ioPinCount = 15
fp.coreArea_um2 = 6350
die_x_um = 101
rows = 29

[clock_tree]
cts-root-buf = "clkbuf_8"
cts_inserted_buffers = 3
tritoncts = "built"
cts_hold_buffers = 0
cts_max_path_buffers = 2
clk_pin_slew_ps = 60
h-tree-depth = 1
worstSkewPairLatency_ps = 250
postCtsSetupRepairBufs = 0
post_cts_resized = 0

[synthesis]
yosys.area.top_type = "dfrtp_1"
synth_cell_types = 35
yosys_area_um2 = 1180
yosys_warnings = 6
synthTopCellsByCount = "21 x dfrtp_1, 13 x nor2_1, 9 x nand2_1, 9 x xnor2_1, 7 x nand3_1"
synthFlopType = "dfrtp_1"
top_cell = "dfrtp_1"
yosys.stat.seqShare = 0.446
edf_count = 0
synth_cells = 128
top_cell_area_share = 0.446
async_reset_ff_frac = 1.00
top_cells_by_area = "dfrtp_1 45%, xnor2_1 6.7%, xor2_1 4.5%"
syn_avg_cell_area_um2 = 9.20
ys_cells = 128
ys.flops = 21
syn_area_um2 = 1180

[final_layout]
area_delta_synth_final_pct = 16.9
final_area_um2 = 1380
drive_gt1_frac = 0.0588

[final_timing]
slew_headroom = 0.565
tightest_slew_ps = 651
hold_viol = 0
unconstrained_endpoints = 11
drv_slew = 0
max_freq_mhz = 560
skew_ps = 7.21
fin_crit_ps = 1780
finalSetupTns_ps = 0
period_used_share = 0.850
unclocked_regs = 4
rsz0062_at_grt = "false"
setup_violations = 0

[place]
dpl-instance-area_um2 = 1330
io_buffers = 9
gp_congestion = 0.783
place_hpwl_mm = 1.50

[worst_setup_path]
cp-start-kind = "flip-flop"
crit_path_start = "clkDiv1kHz.count[10]$_DFF_PP0_"
worstSetupPathDepth = 4
ff2ff_setup_slack_ps = 320
cp.arrival_ps = 1920
rr_endpoint = "clkDiv1kHz.count[14]$_DFF_PP0_"
worst-path-buf-inv = 0
cp_max_fo = 9
r2r_start = "clkDiv1kHz.count[10]$_DFF_PP0_"
crit_type = "flip-flop to flip-flop"
cp.required_ps = 2230
crit_path_cell_trace = "or4_4 > nor4_4 > nand2b_1 > mux2i_1"
cp-end-kind = "flip-flop"
cp_slowest_cell = "or4_4"
slowest_delay_ps = 560
cpLargestDelayFamily = "simple AND/OR/NAND/NOR gates"
rr_worst_depth = 4
endpoint = "clkDiv1kHz.count[14]$_DFF_PP0_"

[power]
p_per_area_nw_per_um2 = 423
ir_drop_mv = 0.320
p_leak_uw = 0.000580

[routing]
antenna_left = 0
wire_per_inst_um = 9.54
drc_errors = 0
firstDrtPassIters = 4
n_antenna_cell = 0
drt-vias-per-instance = 3.94
via_count = 840
drt-initial-drc-count = 53
totalWireLength_mm = 2.03

[flow_run]
tool_warnings = 25
max_cap_violations = 0

[global_route]
grt_antenna_before_repair = 0
grt_pass1_wl_mm = 3.69
grt_pass1_vias = 815
grt_max_degree = 19
gr-total-overflow = 0
track_usage = 0.0420

[run_status]
outcome = "complete, no violations"

[hold_path]
min_path_type = "flip-flop to flip-flop"
## area by class of cell
cell class	count	area, µm²
Clock inverter	1	5.00
Clock buffer	3	41.3
Multi-Input combinational cell	95	588
Fill cell	674	4970
Tap cell	77	96.3
Inverter	6	22.5
Timing Repair Buffer	10	97.6
Sequential cell	21	526
## sequential cells by signal, summed over array words and instances (netlist names)
register / flops
clkDiv1kHz.o_divClk: 1
bcdClk0.o_divClk: 4
clkDiv1kHz.count: 16
## worst register-to-register path, delay by kind of cell, from the launching register on
| kind | cells | cell delay (ps) |
|---|---|---|
| AND/OR/NAND/NOR | 3 | 1200 |
| flip-flops | 1 | 420 |
| multiplexers | 1 | 60 |
## layer usage
layer	vias to the layer above	GRT usage	wire, µm
met5	-	0	0
met4	0	0.00322	10
met3	2	0.0152	126
met2	16	0.0609	849
met1	376	0.0609	1040
li1	446	-	-
## layout by cell type (no fill, tap or decap), drive strengths merged, types with 2 or more instances in the layout
master         instances
xor2                   6
nor2                  13
mux2i                  2
nand4                  3
dfrtp                 21
o21ai                  6
xnor2                  9
inv                    6
clkbuf                 3
or3                    2
nor3                   6
nand2                  9
a21oi                  6
nand3                  7
conb                   5
o22ai                  2
clkdlybuf4s50          9
nor4                   2
a21o                   2
nand2b                 2
## metrics by stage
step,util,total power [µW],hold WS (ps),worst slack (ps),instances
after global routing,0.217,613,501,202,213
after detailed placement,0.209,352,475,301,209
after global placement,0.209,352,472,319,209
after CTS,0.217,595,485,300,213
final,0.217,582,479,315,213
after floorplan,-,349,397,437,131
## kinds of logic after synthesis
logic type | count (synthesis) | share of synthesized area
buffers and inverters | 15 | 0.0638
AOI/OAI and AO/OA | 20 | 0.0999
xor gates and xnor gates | 15 | 0.112
adders and majority gates | 2 | 0.0191
other | 2 | 0.00638
DFF | 21 | 0.446
muxes | 3 | 0.0266
and+or+nand+nor | 50 | 0.226
## power by group
group          switching (µW)  internal (µW)  total [µW]
clock                     106            131         238
combinational            10.4           6.23        16.7
sequential                  0            328         328
total                     117            465         582
## worst min-delay path by stage
stage,from,to,slack [ps],cells after the start
after CTS,clkDiv1kHz.count[14]$_DFF_PP0_,clkDiv1kHz.count[14]$_DFF_PP0_,490,1
after global routing,clkDiv1kHz.count[14]$_DFF_PP0_,clkDiv1kHz.count[14]$_DFF_PP0_,500,1
final,clkDiv1kHz.count[14]$_DFF_PP0_,clkDiv1kHz.count[14]$_DFF_PP0_,480,1
Power and IR drop assume default switching activity.
